==> flow/design.v <==
module pg_generator(
	input a,
	input b,
	output g,
	output p
);
	assign g = a & b;
	assign p = a | b;
endmodule
module clu(
	input	[3:0]	g,
	input	[3:0]	p,
	input	ci,
	output	[3:0]	co
);
	assign co[0] = g[0] | ci & p[0];
	assign co[1] = g[1] | g[0] & p[1] | ci & p[1] & p[0];
	assign co[2] = g[2] | g[1] & p[2] | g[0] & p[2] & p[1] | ci & p[2] & p[1] & p[0];
	assign co[3] = g[3] | g[2] & p[3] | g[1] & p[3] & p[2] | g[0] & p[3] & p[2] & p[1] | ci & p[3] & p[2] & p[1] & p[0];
endmodule
module tu(
	input	[3:0]	g,
	input	[3:0]	p,
	output	[3:0]	t
);
	assign t = ~g & p;
endmodule
module pgm_generator(
	input	[3:0]	g,
	input	[3:0]	p,
	output	gm,
	output pm
);
	assign gm = g[3] | g[2] & p[3] | g[1] & p[3] & p[2] | g[0] & p[3] & p[2] & p[1];
	assign pm = p[3] & p[2] & p[1] & p[0];
endmodule
module adder_4bit(
	input	[3:0]	a,
	input	[3:0]	b,
	input	ci,
	output	[3:0]	s,
	output	[3:0]	g,
	output	[3:0]	p
);
	wire [3:0]	co_clu;
	wire [3:0]	t;
	pg_generator	PG0(.a(a[0]),.b(b[0]),.g(g[0]),.p(p[0])),
					PG1(.a(a[1]),.b(b[1]),.g(g[1]),.p(p[1])),
					PG2(.a(a[2]),.b(b[2]),.g(g[2]),.p(p[2])),
					PG3(.a(a[3]),.b(b[3]),.g(g[3]),.p(p[3]));
	tu	TU(.g(g),.p(p),.t(t));
	clu	CLU(.g(g),.p(p),.ci(ci),.co(co_clu));
	assign s[0] = t[0] ^ ci;
	assign s[1] = t[1] ^ co_clu[0];
	assign s[2] = t[2] ^ co_clu[1];
	assign s[3] = t[3] ^ co_clu[2];
endmodule
module adder(
	input	[15:0]	a,
	input	[15:0]	b,
	output	[15:0]	sum,
	output	carry
);
	wire [15:0]	g;
	wire [15:0]	p;
	wire [3:0]	gm;
	wire [3:0]	pm;
	wire [3:0]	co;
	wire ci = 0;
	adder_4bit	CLA_1(.a(a[3:0]),.b(b[3:0]),.ci(ci),.s(sum[3:0]),.g(g[3:0]),.p(p[3:0])),
				CLA_2(.a(a[7:4]),.b(b[7:4]),.ci(co[0]),.s(sum[7:4]),.g(g[7:4]),.p(p[7:4])),
				CLA_3(.a(a[11:8]),.b(b[11:8]),.ci(co[1]),.s(sum[11:8]),.g(g[11:8]),.p(p[11:8])),
				CLA_4(.a(a[15:12]),.b(b[15:12]),.ci(co[2]),.s(sum[15:12]),.g(g[15:12]),.p(p[15:12]));
	pgm_generator	PG_1(.g(g[3:0]),.p(p[3:0]),.gm(gm[0]),.pm(pm[0])),
				  	PG_2(.g(g[7:4]),.p(p[7:4]),.gm(gm[1]),.pm(pm[1])),
					PG_3(.g(g[11:8]),.p(p[11:8]),.gm(gm[2]),.pm(pm[2])),
					PG_4(.g(g[15:12]),.p(p[15:12]),.gm(gm[3]),.pm(pm[3]));
	clu	CLU(.g(gm),.p(pm),.ci(ci),.co(co));
	assign carry = co[3];
endmodule
==> flow/run.sh <==
#!/bin/bash
# OpenROAD 26Q1-2900-gdf79404cd8, Yosys 0.63+post, stock flow scripts
make -C /OpenROAD-flow-scripts/flow DESIGN_CONFIG=/design/flow/config.mk WORK_HOME=/design/flow/orfs finish
==> flow/config.mk <==
export PLATFORM = sky130hd
export DESIGN_NAME = adder
export DESIGN_NICKNAME = adder
export VERILOG_FILES = /design/flow/design.v
export SDC_FILE = /design/flow/constraint.sdc
export NUM_CORES = 4
export LEC_CHECK = 1
export CORE_AREA = 10 10 70 70
export DIE_AREA = 0 0 80 80
==> flow/constraint.sdc <==
current_design adder

set clk_period 4.8
set clk_io_pct 0.2

create_clock -name clk0 -period $clk_period

set non_clock_inputs [all_inputs -no_clocks]
set_input_delay [expr $clk_period * $clk_io_pct] -clock clk0 $non_clock_inputs
set_output_delay [expr $clk_period * $clk_io_pct] -clock clk0 [all_outputs]
==> impl_metrics.csv <==
group,metric,value,unit
cells_and_area,flops,0,
floorplanning,core-area,3420,µm²
final_timing,setup_violations,0,
floorplanning,dieArea,6400,µm²
drt,drt_iter0_drc,23,
place,place_congestion,0.763,
final_timing,tightest_slew,501,ps
drt,wl,2510,µm
worst_setup_path,crit_required,3840,ps
global_routing,grt_remaining_overflow,0,
floorplanning,ios,49,
synth,netlist_area,1080,µm²
synth,yosys.area.top_type,"ha_1",
worst_setup_path,path_class,"input port to primary output",
final_timing,fmax,213,MHz
global_routing,grt_pass1_wl,4370,µm
synth,yosys_area,1080,µm²
synth,synthCells,144,
synth,avgSynthCellArea,7.52,µm²
global_routing,grt_pass1_vias,1032,
flow_run,warnings,51,
final_timing,post-route-period-util,98.0,%
drt,ant_nets,0,
drt,vias,1076,
global_routing,track_usage,7.77,%
drt,drc,0,
final_timing,hold_viol_final,0,
worst_setup_path,end_kind,"primary output",
worst_setup_path,arrival,3740,ps
final_timing,final_max_slew_viol_count,0,
floorplanning,rows,21,
worst_setup_path,worst_setup_path_start_kind,"input port",
cells_and_area,clock_buffers,0,
global_routing,antenna_found_initial,0,
flow_run,max_cap_violations,0,
drt,routedWlPerCell,10.2,µm
pwr,p_per_area,106,nW/µm²
final_timing,period_minus_slack,4700,ps
min_path,hp-class,"input port to primary output",
synth,most_common_cell,"inv_1",
pwr,power,180,µW
cells_and_area,regArea,0,µm²
synth,ys_warn_count,0,
final_timing,hold_ws,2730,ps
synth,top_cells_by_area,"ha_1 36%, inv_1 13%, fa_1 7.4%",
outcome,status,"finished clean",
synth,ys_types,35,
floorplanning,die_h,80,µm
pwr,p_leak,0.851,nW
worst_setup_path,worstPathMaxFanout,3,
place,io_buffers,49,
synth,top_cell_area_share,35.8,%
cells_and_area,area_growth,57.3,%
synth,ys_top_cells_by_count,"37 x inv_1, 31 x ha_1, 11 x a21oi_1",
cells_and_area,nFillCells,339,
clock_network,postCtsSetupBuffers,0,
pwr,vdd_drop_max,46.5,µV
drt,dr.pass1.iters,4,
cells_and_area,drive_gt1_share,9.00,%
synth,ys_seq_share,0,%
drt,n_antenna_cell,0,
final_timing,maxSlewHeadroom,66.3,%
global_routing,grt_max_degree,6,
drt,vias_per_cell,4.37,
floorplanning,fp_util,31.7,%
synth,ys_cells,144,
floorplanning,fp.dieW,80,µm
place,dp_hpwl,2360,µm
placed cells by master, fill, tap and decap left out, types with 2 or more instances in the layout:
cell             count
or4_4                2
o21ai_0              2
a21oi_1             11
nand2b_1             3
clkdlybuf4s50_1     48
nor2b_1              4
inv_1               37
nand2_1              5
o31ai_1              2
xnor2_1              4
or4_1                3
buf_4                7
ha_1                30
or2_2                2
fa_1                 4
xor2_1               4
nor2_1               8
report_power, final:
part           switching, mW  internal (mW)
combinational         0.0633          0.117
clock                      0              0
sequential                 0              0
total                 0.0633          0.117
metrics by stage:
step | cell area, µm² | cells | setup slack, ps | util, % | setup TNS, ps
finish | 1700 | 246 | 96.6 | 49.9 | 0
global route | 1700 | 246 | -6.25 | 49.9 | -6.25
CTS | 1690 | 246 | 55.6 | 49.5 | 0
detailed placement | 1680 | 246 | -39.9 | 49.3 | -67.6
global placement | 1680 | 246 | -15.6 | 49.3 | -15.6
floorplan | 1080 | 144 | 965 | - | 0
layer usage:
metal / routed length (µm) / global-route usage [%] / vias to the layer above
li1: - / - / 593
met2: 1120 / 12.9 / 27
met5: 0 / 0 / -
met1: 1190 / 10.6 / 456
met3: 204 / 1.82 / 0
met4: 0 / 0 / 0
cell type report:
class                           count  area, µm²  area share, %
Multi-Input combinational cell    107        962           56.5
Timing Repair Buffer               56        546           32.0
Inverter                           37        139           8.15
Tap cell                           46       57.6           3.38
cell families (layout without fill, tap and decap cells):
family | Yosys count | after routing | synth area share [%]
buffers and inverters | 37 | 93 | 12.8
and+or+nand+nor | 36 | 36 | 19.3
adders and majority gates | 35 | 35 | 43.2
AOI/OAI and AO/OA | 27 | 27 | 17.3
xor gates and xnor gates | 8 | 8 | 6.47
muxes | 1 | 1 | 0.924
path summary, 6_finish.rpt:
path | from | endpoint | depth (start not counted)
max | a[9] | sum[12] | 9
min | b[13] | sum[13] | 5
critical path, stage by stage:
cell	delay, ps
clkdlybuf4s50_1	480
inv_1	50
ha_2	180
or4_4	530
or4_4	440
a21oi_4	130
or3_4	140
fa_1	400
clkdlybuf4s50_1	420
timing repair:
item / CTS / global route
gates cloned: 0 / 0
pin swaps: 2 / 1
endpoints found under the setup margin: 2 / 4
hold buffers: 0 / 0
hold endpoints to repair: 0 / 0
resized: 1 / 4
Power figures rest on the tool's default switching activity, not on a simulated workload.
