## flow/run.sh

```bash
#!/bin/bash
# OpenROAD 26Q1-2900-gdf79404cd8, Yosys 0.63+post, stock flow scripts
make -C /OpenROAD-flow-scripts/flow DESIGN_CONFIG=/design/flow/config.mk WORK_HOME=/design/flow/orfs finish
```

## flow/config.mk

```make
export PLATFORM = sky130hd
export DESIGN_NAME = float_adder
export DESIGN_NICKNAME = float_adder
export VERILOG_FILES = /design/flow/design.v
export SDC_FILE = /design/flow/constraint.sdc
export NUM_CORES = 4
export LEC_CHECK = 1
export CORE_UTILIZATION = 40
```

## flow/constraint.sdc

```tcl
current_design float_adder

set clk_period 1.0
set clk_io_pct 0.2

create_clock -name clk0 -period $clk_period [get_ports {clk}]

set non_clock_inputs [all_inputs -no_clocks]
set_input_delay [expr $clk_period * $clk_io_pct] -clock clk0 $non_clock_inputs
set_output_delay [expr $clk_period * $clk_io_pct] -clock clk0 [all_outputs]
```

## flow/design.v

```verilog
module float_adder(
    input   clk,
    input   rst,
    input   [31:0]  x,
    input   [31:0]  y,
    output  reg [31:0]  z,
    output  reg [1:0]   overflow 
);
    reg [24:0]  m_x, m_y, m_z;
    reg [7:0]   exp_x, exp_y, exp_z;
    reg [2:0]   state_now, state_next;
    reg sign_x, sign_y, sign_z;
    reg [24:0] out_x,out_y,mid_y,mid_x;
    reg [7:0] move_tot;
    reg [2:0] bigger;
    parameter start = 3'b000, zerocheck = 3'b001, equalcheck = 3'b010, addm = 3'b011, normal = 3'b100, over = 3'b110;
    always @(posedge clk) begin
        if(!rst)begin
            state_now <= start;
        end
        else begin
            state_now <= state_next;
        end
    end
    always @(state_now, state_next, exp_x, exp_y, exp_z, m_x, m_y, m_z, out_x, out_y, mid_x, mid_y) begin
        case(state_now)
            start:
                begin
                    bigger <= 2'b00;
                    exp_x <= x[30:23];
                    exp_y <= y[30:23];
                    m_x <= {1'b0, 1'b1, x[22:0]};
                    m_y <= {1'b0, 1'b1, y[22:0]};
                    out_x <= 25'b0;
                    out_y <= 25'b0;
                    move_tot <= 8'b0;
                    mid_y<={24'b0,1'b1};
                    mid_x<={24'b0,1'b1};
                    if((exp_x == 8'd255 && m_x[22:0] != 0) || (exp_y == 8'd255 && m_y[22:0] != 0)) 
                        begin
                            overflow <= 2'b11;
                            state_next <= over;
                            sign_z <= 1'b1;
                            exp_z <= 8'b11111111;
                            m_z <= 23'b11111111111111111111111;
                        end
                    else if((exp_x == 8'd255 && m_x[22:0] == 0) || (exp_y == 8'd255 && m_y[22:0] == 0)) 
                        begin
                            overflow <= 2'b11;
                            state_next <= over;
                            sign_z <= 1'b0;
                            exp_z <= 8'b11111111;
                            m_z <= 23'b0;
                        end
                    else
                        begin
                            overflow <= 2'b00;
                            state_next <= zerocheck;
                        end
                end
            zerocheck:
                begin
                    if(m_x[22:0] == 23'b0 && exp_x == 8'b0)
                        begin
                            sign_z <= y[31];
                            exp_z <= exp_y;
                            m_z <= m_y;
                            state_next <= over;
                        end
                    else if(m_y[22:0] == 23'b0 && exp_y == 8'b0)
                        begin
                            sign_z <= x[31];
                            exp_z <= exp_x;
                            m_z <= m_x;
                            state_next <= over;
                        end
                    else
                        begin
                            state_next <= equalcheck;
                        end
                    if(m_x[22:0] != 23'b0 && exp_x == 8'b0)
                        begin
                            m_x <= {1'b0, 1'b0, x[22:0]};
                        end
                    if(m_y[22:0] != 23'b0 && exp_y == 8'b0)
                        begin
                            m_y <= {1'b0, 1'b0, y[22:0]};
                        end
                end
            equalcheck:
                begin
                    if(exp_x == exp_y)
                        begin
                            if(bigger == 2'b0)
                                begin
                                    state_next <= addm; 
                                end
                            else if(bigger == 2'b10)
                                begin
                                    if(out_y > mid_y)
                                        begin
                                            m_y <= m_y + 1'b1;
                                        end 
                                    else if(out_y < mid_y)
                                        begin
                                            m_y <= m_y;
                                        end
                                    else if(out_y == m_y)
                                        begin
                                            if(m_y[0] == 1)
                                                begin
                                                    m_y <= m_y + 1'b1;
                                                end
                                            else
                                                begin
                                                    m_y <= m_y;
                                                end
                                        end
                                    state_next <= addm;
                                end
                            else if(bigger == 2'b01)
                                begin
                                    if(out_x > mid_x)
                                        begin
                                            m_x <= m_x + 1'b1;
                                        end 
                                    else if(out_x < mid_x)
                                        begin
                                            m_x <= m_x;
                                        end
                                    else if(out_x == m_x)
                                        begin
                                            if(m_x[0] == 1)
                                                begin
                                                    m_x <= m_x + 1'b1;
                                                end
                                            else
                                                begin
                                                    m_x <= m_x;
                                                end
                                        end
                                    state_next <= addm;
                                end
                        end
                    else
                        begin
                            if(exp_x > exp_y)
                                begin
                                    bigger <= 2'b01;
                                    exp_y <= exp_y + 1'b1;
                                    m_y[23:0] <= {1'b0, m_y[23:1]};
                                    out_y[move_tot] <= m_y[0];
                                    mid_y = {mid_y[23:0], mid_y[24]};
                                    move_tot <= move_tot + 1'b1;
                                    if(m_y == 24'b0) 
                                        begin
                                            sign_z <= sign_x;
                                            exp_z <= exp_x;
                                            m_z <= m_x;
                                            state_next <= over;
                                        end
                                    else
                                        begin
                                            state_next <= equalcheck;
                                        end
                                end 
                            else
                                begin
                                    bigger <= 2'b10;
                                    exp_x <= exp_x + 1'b1;
                                    m_x[23:0] <= {1'b0, m_x[23:1]};
                                    out_x[move_tot] <= m_x[0];
                                    mid_x = {mid_x[23:0], mid_x[24]};
                                    move_tot <= move_tot + 1'b1;
                                    if(m_x == 24'b0) 
                                        begin
                                            sign_z <= sign_y;
                                            exp_z <= exp_y;
                                            m_z <= m_y;
                                            state_next <= over;
                                        end
                                    else
                                        begin
                                            state_next <= equalcheck;
                                        end
                                end
                        end
                end
            addm:
                begin
                    if(x[31] ^ y[31] == 1'b0)
                        begin
                            exp_z <= exp_x;
                            sign_z <= x[31];
                            m_z <= m_x + m_y;
                            state_next <= normal;
                        end 
                    else
                        begin
                            if(m_x > m_y)
                                begin
                                    exp_z <= exp_x;
                                    sign_z <= x[31];
                                    m_z <= m_x - m_y;
                                    state_next <= normal;
                                end
                            else if(m_x < m_y)
                                begin
                                    exp_z <= exp_y;
                                    sign_z <= y[31];
                                    m_z <= m_y - m_x;
                                    state_next <= normal;
                                end
                            else
                                begin
                                    exp_z <= exp_x;
                                    m_z <= 23'b0;
                                    state_next <= over;
                                end
                        end
                end
            normal:
                begin
                    if(m_z[24] == 1'b1)
                        begin
                            if(m_z[0] == 1)
                                begin
                                    m_z <= m_z + 1'b1;
                                    m_z[0] <= 0;
                                    state_next <= normal;
                                end
                            else
                                begin
                                     m_z <= {1'b0, m_z[24:1]};
                                    exp_z <= exp_z + 1'b1;
                                    state_next <= over;
                                end
                        end 
                    else
                        begin
                            if(m_z[23] == 1'b0 && exp_z >= 1)
                                begin
                                    m_z <= {m_z[23:1], 1'b0};
                                    exp_z <= exp_z - 1'b1;
                                    state_next <= normal;
                                end 
                            else
                                begin
                                    state_next <= over;
                                end
                        end
                end
            over:
                begin
                    z = {sign_z, exp_z[7:0], m_z[22:0]};
                    if(overflow)
                        begin
                            overflow <= overflow;
                            state_next <= start;
                        end
                    else if(exp_z == 8'd255)
                        begin
                            overflow <= 2'b01;
                            state_next <= start;
                        end
                    else if(exp_z == 8'd0 && m_z[22:0] != 23'b0)
                        begin
                            overflow <= 2'b10;
                            state_next <= start;
                        end
                    else
                        begin
                            overflow <= 2'b0;
                            state_next <= start;
                        end
                end
            default:
                begin
                    state_next <= start;
                end
        endcase    
    end
endmodule
```

==> metrics.cfg <==
[floorplanning]
fp-utilization=0.410
die_area_um2=39700
num_rows=71
die_x_um=199
die_y_um=199
io_pins=100
core_area_um2=38000

[final_layout]
syn2layout_area_growth_pct=7.83
lay_top_count=nand2_1
layout_top_cells=258 x nand2_1, 247 x dlxtn_1, 177 x o21ai_0
layout-drive-gt1-share=0.0313
fin_util=0.442
instances_no_fill=2649

[global_routing]
antenna_found_initial=0
grt_pass1_vias=14600
grt_max_degree=92
grt_first_pass_wirelength_mm=91.3
overflow=0
track_usage=0.315

[critical_path]
arrival_ns=0.80
critical_path.max_stage_delay_ns=0.43
crit_buf_inv=1
critPathTopFamily=buffers and inverters
critical_path_required_ns=1.11
critPathKind=input port to flop
crit_fanout=3
end_kind=flop
startpoint_type=input port
slowest_stage=clkdlybuf4s50_1
path_cells=clkdlybuf4s50_1 > and2_1

[routing]
first_pass_iters=6
drt_wl_total_mm=60.5
num_vias=15500
viasPerCell=5.86
wl_per_cell_um=22.9
num_antenna_cells=0
ant_nets=0
first_iter_violations=1462
drc_errors=0

[clocking]
cts_setup_buffers=0
cts-htree-levels=1
cts_max_path_buffers=2
cts_buffers=3
cts_root_buf=clkbuf_16
clkTransAtPathRegs_ns=0.03
cts_resized=0
cts_hold_buf=0
cts_tree=yes

[synthesis]
top_cell_area_share=0.238
yosysUniqueCellTypes=100
ys.flops=250
ys_cells=2137
synth_area_um2=15600
synthFlopType=dlxtn_1
ys_async_sr_fraction=0
top_area_cell=dlxtn_1
synthCells=2137
edf_count=0
yosys_warnings=1747
area_leaders=dlxtn_1 24%, ha_1 12%, nand2_1 6.2%, o21ai_0 5.7%, xnor2_1 5.6%
ys_area_um2=15600
postSynthAreaPerCell_um2=7.29

[final_timing]
fmax_mhz=1450
relSlewSlack=0.309
hold_viol_final=0
finalMaxSlewViolations=0
worstMarginPinSlew_ns=1.01
timing.final.crit_period_ns=0.690
untimed_endpoints=281
setup_violations=0
grt_setup_unrepaired=false
unclocked_regs=247
final.setup.worst_slack_ns=0.310
period_used_share=0.690
setup_tns_ns=0

[pwr]
pwr-share-seq=0.223
ir_worst_vdd_uv=412
switching_power_uw=1970
p_leak_uw=0.00715
comb_power_share=0.626
clkPwrFrac=0.151
power_density_nw_per_um2=247
p_total_uw=4150
intPower_uw=2180
switching_share=0.474

[run]
cap_viol_max_count=0
stage_log_warnings=83

[worst_hold_path]
hold_class=input port to flop

[place]
place.gp.congestion=1.01
dp_cells=2645
hpwl_mm=48.4
port_buffers=99
post-place-ws_ns=0.0856

[run_status]
outcome=finished, final reports clean

==> power groups by stage <==
stage | clock network [uW] | registers [uW] | logic [uW]
finish | 627 | 926 | 2590
global route | 658 | 949 | 2830
CTS | 636 | 918 | 2560
==> synth_stat cells (9+ instances only) <==
cell type and instances:
or3_1 10, clkbuf_1 80, inv_1 152, and2_1 12, a221oi_1 25, buf_2 16
xnor2_1 100, nand2b_1 29, a21oi_1 132, nand2_1 259, o21ai_0 177, o21bai_1 23
o22ai_1 10, a211oi_1 9, o211ai_1 18, nor2_1 165, nor3_1 43, and3_1 10
xor2_1 63, nand3_1 67, nor2b_1 9, ha_1 147, clkbuf_8 12, dlxtn_1 247
a221o_1 28, a21o_1 34, o31ai_1 10, nand4_1 47, o221ai_1 11, nor4_1 33
==> worst paths after layout <==
check | startpoint | endpoint | slack [ns] | depth (start not counted)
worst max-delay path | rst | state_now[1] | 0.31 | 2
worst min-delay path | rst | state_now[2] | 0.60 | 2
==> layout make-up <==
class | count | area [um^2]
Fill cell | 3911 | 21200
Multi-Input combinational cell | 1611 | 10600
Sequential cell | 250 | 3770
Timing Repair Buffer | 120 | 1150
Tap cell | 511 | 639
Inverter | 153 | 574
Clock buffer | 4 | 78.8
==> metal layers <==
| layer | share of wire | up-vias | wire [um] | track usage |
|---|---|---|---|---|
| met5 | 0 | - | 0 | 0 |
| met4 | 0.028 | 0 | 1690 | 0.0715 |
| met3 | 0.068 | 79 | 4110 | 0.0434 |
| met2 | 0.45 | 589 | 27200 | 0.494 |
| met1 | 0.45 | 7392 | 27500 | 0.464 |
| li1 | - | 7475 | - | - |
==> cell families (layout without fill, tap and decap cells) <==
group	count (synthesis)	after routing	share of synthesized area
xor+xnor	163	163	0.0917
compound gates	564	564	0.238
latches	247	247	0.238
flops	3	3	0.00386
mux	9	9	0.00595
buf+inv	276	277	0.0798
simple gates	725	725	0.221
fa+ha+maj	150	150	0.122
==> registers in the layout, summed over array words and instances, names as in the netlist <==
| register | cells |
|---|---|
| z | 32 |
| m_x | 25 |
| m_y | 25 |
| m_z | 25 |
| mid_x | 25 |
| mid_y | 25 |
| out_x | 25 |
| out_y | 25 |
| exp_x | 8 |
| exp_y | 8 |
| exp_z | 8 |
| move_tot | 8 |
| state_next | 3 |
| state_now | 3 |
| bigger | 2 |
| overflow | 2 |
| sign_z | 1 |
==> per-stage QoR <==
step	area (um^2)	hold slack, ns
floorplan	15600	0.322
global placement	16700	0.833
detailed placement	16700	0.833
CTS	16800	0.611
global route	16800	0.632
finish	16800	0.603
No activity file was given, so power comes from the tool's default toggle rates.
